File: run.sh
#!/bin/bash
# OpenROAD 26Q1-2900-gdf79404cd8, Yosys 0.63+post, stock flow scripts
make -C /OpenROAD-flow-scripts/flow DESIGN_CONFIG=/design/flow/config.mk WORK_HOME=/design/flow/orfs finish
File: config.mk
export PLATFORM = sky130hd
export DESIGN_NAME = AdjClockDivider
export DESIGN_NICKNAME = AdjClockDivider
export VERILOG_FILES = /design/flow/design.v
export SDC_FILE = /design/flow/constraint.sdc
export NUM_CORES = 4
export LEC_CHECK = 1
export CORE_AREA = 10 10 77 77
export DIE_AREA = 0 0 87 87
File: constraint.sdc
current_design AdjClockDivider

set clk_period 4.3
set clk_io_pct 0.2

create_clock -name clk0 -period $clk_period [get_ports {Clk}]

set non_clock_inputs [all_inputs -no_clocks]
set_input_delay [expr $clk_period * $clk_io_pct] -clock clk0 $non_clock_inputs
set_output_delay [expr $clk_period * $clk_io_pct] -clock clk0 [all_outputs]
File: design.v
`timescale 1ns / 1ps
module AdjClockDivider
#(
	parameter INPUT_BIT_WIDTH = 8
)
(
    input Clk,
    input ClkEnable,
    input [(INPUT_BIT_WIDTH-1):0] FrequencyDividerFactor,
    output reg ClkOutput,
	output reg ClkEnableOutput
);
    reg [(INPUT_BIT_WIDTH-1):0] InternalCounter;
    initial InternalCounter = 0;
    always @(posedge Clk)
    begin
	    ClkEnableOutput <= 0;
	    if(ClkEnable)
			 begin
				 InternalCounter <= InternalCounter + 1;
				 if(InternalCounter >= FrequencyDividerFactor - 1)
				 begin
					 InternalCounter <= 0;
					 ClkOutput <= !ClkOutput;
					 ClkEnableOutput <= 1;
				 end
			 end
    end
endmodule
==> notes.org <==
#+TITLE: Implementation results

** Outcome
- The run finished with clean final reports.

** Clock network
- Cts bufs inserted :: 3
- In this run the number of H-tree levels came out at 1.
- The report lists the number of cells resized after CTS as 0.
- No sink is reached through more buffers than the 2 on the longest clock path.
- Late-Pin Clk Latency :: 0.23 ns
- Clock tree from TritonCTS :: done
- Once the clock tree was built, the setup fixing pass inserted 0 buffers.
- Count of hold-fix buffers inserted at cts :: 0
- The clock tree has to reach 10 sinks.
- After clock tree synthesis, the clock-pin slew on the worst setup and hold paths is around 0.040 ns.
- CTS placed an instance of clkbuf_8 at the clock tree root.

** Flow run
- Number of max-capacitance violations reported :: 0
- Log Warnings :: 25

** Synthesis
- The mapped netlist covers about 800 um2.
- FF+latch count, synth :: 10
- The warning tally printed by Yosys for this design is 1.
- After synthesis, the design contains 77 cells according to Yosys.
- Sequential fraction of the synthesis area :: 0.364
- Counting distinct cell types in the post-synthesis netlist gives 24.
- Syn Inst Count :: ~77
- Each instance of the synthesized netlist takes up on average approximately 10 um2.
- Post-synthesis, Yosys gives the total cell area as between 700 and 800 um2.

** Route
- Dividing the detail-routed via count by the number of cells gives 4.23.
- After detailed routing, the total wire length is around 1.5 mm.
- Iter 0 DRT Violations :: 32
- According to the report, the first pass of detailed routing completed in 4 iterations.
- 0 antenna diodes ended up in the layout.
- Total DRC errors in the routed layout :: 0
- The detail route stage leaves a number of antenna-violating nets equal to 0.
- Mean routed wirelength per cell :: around 11 um
- The routed layout has 600 vias.

** STA
- In this run the tightest slew margin relative to its limit is 0.608.
- At the pin with the least slew margin, the transition time is between 0.5 and 0.6 ns.
- Counting endpoints that fail hold in the final report gives 0.
- The worst path meets setup with just under 0.6 ns of slack.
- Tcrit/Tclk final :: 0.861
- The final layout reports a setup TNS of 0 ns.
- Setup violations, final :: 0
- On the final layout, the worst hold slack is about 0.56 ns.
- Post-layout min period :: 3.70 ns
- Based on the critical path, the design can be clocked at up to about 270 MHz.
- Setup repair after global routing missed its margin :: no
- Setup Skew :: approximately 0.0055 ns
- Count of pins over their slew limit :: 0

** GRT
- The first global-routing pass estimated 2.84 mm of wire.
- Via count of the first global-routing pass :: about 600
- Grt ovf :: 0
- The number of antenna violations at the first check in global routing came to 0.
- Entering global routing, the biggest net connects 12 pins.
- In the global route stage, overall resource usage came out at 0.0449.

** Cells and area
- Fraction of layout cells with a size suffix above 1 :: 0.0667
- In this run the layout overhead on the synthesized area is reported as 26.6%.
- The filler cells instantiated in the layout total approximately 450.

** Critical path
- The worst setup path is launched from an input port.
- The data arrival time reported for the critical path is around 3.7 ns.
- Worst Setup End Kind :: flip-flop
- Data required time at the worst endpoint :: 4.24 ns
- Along the worst path, the maximum fanout reaches 10.
- Type of the worst setup path :: input port to flip-flop

** Placement
- RePlAce ended its routability-driven mode at a weighted congestion of roughly 0.81.
- Setup WS pre-CTS :: 0.367 ns
- Sum of net half-perimeters after detailed placement :: 1.22 mm
- Port buffering added 11 buffers.

** Floorplan
- Measured along the y axis, the die boundary spans 87 um.
- Floorplan core area :: 4350 um2
- The floorplan report gives the top-level pin count as 12.
- In this run the horizontal extent of the chip is between 80 and 90 um.
- Num rows :: 24
- The floorplan step records an initial core utilization of 0.183.
- After floorplanning, the die was sized to cover between 7000 and 8000 um2.

** Pwr
- Leakage power :: between 0.3 and 0.4 nW
- Peak VDD IR :: 0.121 mV
- The report lists the power per cell area as between 300 and 400 nW/um2.

** Min path
- Worst min path class :: flip-flop to flip-flop
through the flow:
step | power, mW | utilization | cell area [um2] | std cells
2_1_floorplan | 0.202 | - | 798 | 77
3_5_place_dp | 0.234 | 0.222 | 966 | 138
3_3_place_gp | 0.230 | 0.222 | 966 | 138
6_report | 0.327 | 0.232 | 1010 | 142
4_1_cts | 0.331 | 0.232 | 1010 | 142
5_1_grt | 0.354 | 0.232 | 1010 | 142
flip-flops by register name, summed over array words and instances, names as in the netlist:
| register | cells |
|---|---|
| InternalCounter | 8 |
| ClkEnableOutput | 1 |
| ClkOutput | 1 |
area by class of cell:
type / count / area, um2 / share of cell area
Multi-Input combinational cell: 59 / 478 / 0.473
Sequential cell: 10 / 290 / 0.287
Timing Repair Buffer: 11 / 110 / 0.109
Tap cell: 52 / 65.1 / 0.0644
Clock buffer: 3 / 41.3 / 0.0408
Inverter: 6 / 22.5 / 0.0223
Clock inverter: 1 / 3.75 / 0.00371
logic make-up after synthesis:
logic type | share of synthesized area
compound gates | 0.179
xor+xnor | 0.132
flops | 0.364
buf+inv | 0.0376
fa+ha+maj | 0.157
simple gates | 0.132
critical path: stages:
cell and delay, ns:
clkdlybuf4s50_1 0.48, nor3_2 0.22, or3b_1 0.39, or3_1 0.33
xor2_1 0.16, ha_1 0.29, nand2_1 0.09, a2111oi_4 0.55
o211a_1 0.26
cells in the mapped netlist (all sizes together):
| cell type | count | area share |
|---|---|---|
| ha | 10 | 0.16 |
| edfxtp | 9 | 0.34 |
| a211oi | 8 | 0.075 |
| nand2 | 7 | 0.033 |
| inv | 6 | 0.028 |
| xnor2 | 6 | 0.066 |
| xor2 | 6 | 0.066 |
| nor2 | 4 | 0.019 |
| nand3 | 3 | 0.019 |
| a2111oi | 2 | 0.053 |
| a21oi | 2 | 0.013 |
| clkbuf | 2 | 0.0094 |
| nor3 | 2 | 0.019 |
| o211a | 2 | 0.025 |
| o21ai | 2 | 0.013 |
| and2 | 1 | 0.0078 |
| dfxtp | 1 | 0.025 |
| nand2b | 1 | 0.0078 |
| nor4 | 1 | 0.0078 |
| or3 | 1 | 0.0078 |
| or3b | 1 | 0.011 |
where the power goes:
part | leakage (nW) | switching [mW] | total, mW | internal, mW
clock network | 0.0231 | 0.0333 | 0.0955 | 0.0622
registers | 0.0986 | 0.0134 | 0.139 | 0.125
logic | 0.241 | 0.0466 | 0.0922 | 0.0456
routing by layer:
metal	track usage	share of wire	vias up
met3	0.0198	0.13	2
met1	0.0665	0.52	266
met5	0	0	-
li1	-	-	311
met4	0.00442	0.0066	0
met2	0.0606	0.35	21
cell usage in the layout, fill, tap and decap left out, types with 2 or more instances in the layout:
master | synthesis | final
clkdlybuf4s50_1 | 0 | 11
inv_1 | 6 | 6
ha_1 | 10 | 10
xnor2_1 | 6 | 6
nor2_1 | 4 | 4
nand3_1 | 3 | 3
nand2_1 | 7 | 7
a211oi_1 | 8 | 8
edfxtp_1 | 9 | 9
a21oi_1 | 2 | 2
o211a_1 | 2 | 2
xor2_1 | 6 | 6
clkbuf_8 | 0 | 3
worst paths after layout:
| path | cells after the start | to | slack (ns) | start |
|---|---|---|---|---|
| max reg2reg | 4 | ClkOutput$_DFFE_PP_ | 2.27 | InternalCounter[3]$_SDFFCE_PP0P_ |
| min | 1 | ClkOutput$_DFFE_PP_ | 0.56 | ClkOutput$_DFFE_PP_ |
| min reg2reg | 1 | ClkOutput$_DFFE_PP_ | 0.56 | ClkOutput$_DFFE_PP_ |
| max | 9 | ClkOutput$_DFFE_PP_ | 0.60 | FrequencyDividerFactor[2] |
Power figures rest on the tool's default switching activity, not on a simulated workload.
