$ cat /design/flow/run.sh
#!/bin/bash
# OpenROAD 26Q1-2900-gdf79404cd8, Yosys 0.63+post, stock flow scripts
make -C /OpenROAD-flow-scripts/flow DESIGN_CONFIG=/design/flow/config.mk WORK_HOME=/design/flow/orfs finish
$ cat /design/flow/design.v
`timescale 1ns / 1ps
`timescale 1ns / 1ps
module RegMux4
#(
	parameter INPUT_BIT_WIDTH = 8,
    parameter BUS_WIDTH = 2
)
(
    input [INPUT_BIT_WIDTH-1:0] InputA,
    input [INPUT_BIT_WIDTH-1:0] InputB,
    input [INPUT_BIT_WIDTH-1:0] InputC,
    input [INPUT_BIT_WIDTH-1:0] InputD,
    input [BUS_WIDTH-1:0] Select, 
    output reg [INPUT_BIT_WIDTH-1:0] Output
);
	always@(*) begin
		case(Select[1:0])
			2'b00:	Output<=InputA;
			2'b01:	Output<=InputB;
			2'b10:	Output<=InputC;
			2'b11:	Output<=InputD;
		endcase
	end
endmodule
`timescale 1ns / 1ps
module UnsignDividerComb
#(
    parameter INPUT_BIT_WIDTH = 8
)
(
    input Clk,
    input [INPUT_BIT_WIDTH-1:0] Dividend,
    input [INPUT_BIT_WIDTH-1:0] Divider,
    output reg [INPUT_BIT_WIDTH-1:0] Quotient,
    output reg [INPUT_BIT_WIDTH-1:0] Remainder
);
    initial Quotient = 0;
    initial Remainder = 0;
    reg [INPUT_BIT_WIDTH-1:0] QuotientTemp;
    reg [INPUT_BIT_WIDTH-1:0] RemainderBuf;
    reg [INPUT_BIT_WIDTH:0] RemainderTemp;   
    integer i;
    always @(Dividend, Divider)
    begin
        QuotientTemp = Dividend;
        RemainderBuf = Divider;
        RemainderTemp = 0;
        for(i=0;i < INPUT_BIT_WIDTH;i=i+1)
            begin
                RemainderTemp = {RemainderTemp[INPUT_BIT_WIDTH-2:0], QuotientTemp[INPUT_BIT_WIDTH-1]};
                QuotientTemp[INPUT_BIT_WIDTH-1:1] = QuotientTemp[INPUT_BIT_WIDTH-2:0];
                RemainderTemp = RemainderTemp - RemainderBuf;
                if(RemainderTemp[INPUT_BIT_WIDTH-1] == 1)
                    begin
                        QuotientTemp[0] = 0;
                        RemainderTemp = RemainderTemp + RemainderBuf;
                    end
                else
                    QuotientTemp[0] = 1;
            end
        Quotient = QuotientTemp;
        Remainder = RemainderTemp[INPUT_BIT_WIDTH-1:0];
    end
endmodule
`timescale 1ns / 1ps
module SignAddSub
#(
	parameter INPUT_BIT_WIDTH = 8
)
(
    input Clk,
    input [INPUT_BIT_WIDTH-1:0] InputA,
	input [INPUT_BIT_WIDTH-1:0] InputB,
	input wire AddSubMode,
	output reg [INPUT_BIT_WIDTH-1:0] Result,
    output reg [INPUT_BIT_WIDTH-1:0] ResultB
);
    always @(posedge Clk)
	begin
		if(AddSubMode)
            begin
                Result <= InputA + InputB;
                ResultB <= InputA - InputB;
            end
		else
            begin
                Result <= InputA - InputB;
                ResultB <= InputA + InputB;
            end
	end
endmodule
`timescale 1ns / 1ps
module MinMax
#(
	parameter INPUT_BIT_WIDTH = 8
)
(
    input Clk,
    input [INPUT_BIT_WIDTH-1:0] InputA,
	input [INPUT_BIT_WIDTH-1:0] InputB,
	output reg [INPUT_BIT_WIDTH-1:0] Max,
    output reg [INPUT_BIT_WIDTH-1:0] Min
);
    always @(posedge Clk)
	begin
		if(InputA < InputB)
            begin
                Max <= InputB;
                Min <= InputA;
            end
        else
            begin
                Max <= InputA;
                Min <= InputB;
            end
	end
endmodule
module MiniCalc
#(
	parameter INPUT_BIT_WIDTH  = 8,
    parameter INSTR_BIT_WIDTH  = 4,
    parameter CODE_INSTR_NOP       = 4'b1111,
    parameter CODE_INSTR_ADD_SUB   = 4'b0111,
    parameter CODE_INSTR_MIN_MAX   = 4'b1011,
    parameter CODE_INSTR_MUL       = 4'b1101,
    parameter CODE_INSTR_DIV       = 4'b1110
)
(
    input Clk,
    input [INSTR_BIT_WIDTH-1:0] Instruction,
    input [INPUT_BIT_WIDTH-1:0] InputA,
    input [INPUT_BIT_WIDTH-1:0] InputB,
    output wire [INPUT_BIT_WIDTH-1:0] OutputA,
    output wire [INPUT_BIT_WIDTH-1:0] OutputB
);
    reg [1:0] OutputSelect;
    wire [INPUT_BIT_WIDTH-1:0] DivQuotientOutput;
    wire [INPUT_BIT_WIDTH-1:0] DivRemainderOutput;
    wire [INPUT_BIT_WIDTH-1:0] AddSubAOutput;
    wire [INPUT_BIT_WIDTH-1:0] AddSubBOutput;
    wire [INPUT_BIT_WIDTH-1:0] MinMaxAOutput;
    wire [INPUT_BIT_WIDTH-1:0] MinMaxBOutput;
    reg [INPUT_BIT_WIDTH-1:0] InternalAOutput;
    reg [INPUT_BIT_WIDTH-1:0] InternalBOutput;
    RegMux4 #(
        .INPUT_BIT_WIDTH(INPUT_BIT_WIDTH)
    ) outputAMuxModule(
        .InputA(DivQuotientOutput),
        .InputB(AddSubAOutput),
        .InputC(MinMaxAOutput),
        .InputD(InternalAOutput),
        .Select(OutputSelect),
        .Output(OutputA)
    );
    RegMux4 #(
        .INPUT_BIT_WIDTH(INPUT_BIT_WIDTH)
    ) outputBMuxModule(
        .InputA(DivRemainderOutput),
        .InputB(AddSubBOutput),
        .InputC(MinMaxBOutput),
        .InputD(InternalBOutput),
        .Select(OutputSelect),
        .Output(OutputB)
    );
    UnsignDividerComb #(
        .INPUT_BIT_WIDTH(INPUT_BIT_WIDTH)
    ) dividerCombModule (
		.Quotient(DivQuotientOutput),
		.Remainder(DivRemainderOutput), 
		.Dividend(InputA), 
		.Divider(InputB), 
		.Clk(Clk)
	);
    SignAddSub #(
        .INPUT_BIT_WIDTH(INPUT_BIT_WIDTH)
    ) addSubModule (
        .Result(AddSubBOutput),
        .ResultB(AddSubAOutput),
        .InputA(InputA),
        .InputB(InputB),
        .Clk(Clk)
    );
    MinMax #(
        .INPUT_BIT_WIDTH(INPUT_BIT_WIDTH)
    ) minMaxModule (
        .Max(MinMaxAOutput),
        .Min(MinMaxBOutput),
        .InputA(InputA),
        .InputB(InputB),
        .Clk(Clk)
    );
    always @(InputA, InputB, Instruction)
    begin
        casez(Instruction)
            CODE_INSTR_DIV:
                begin
                    OutputSelect <= 2'b00;
                end
            CODE_INSTR_ADD_SUB:
                begin
                    OutputSelect <= 2'b01;
                end
            CODE_INSTR_MIN_MAX:
                begin
                    OutputSelect <= 2'b10;
                end
            CODE_INSTR_MUL:
                begin
                    OutputSelect <= 2'b11;
                    {InternalBOutput, InternalAOutput} <= InputA * InputB;
                end
            CODE_INSTR_NOP:
                begin
                    OutputSelect <= 2'b11;
                    InternalAOutput <= 0;
                    InternalBOutput <= 0;
                end
            default:
                begin
                    OutputSelect <= 2'b11;
                    InternalAOutput <= InputA;
                    InternalBOutput <= InputB;
                end
        endcase
    end
endmodule
$ cat /design/flow/constraint.sdc
current_design MiniCalc

set clk_period 54.4
set clk_io_pct 0.2

create_clock -name clk0 -period $clk_period [get_ports {Clk}]

set non_clock_inputs [all_inputs -no_clocks]
set_input_delay [expr $clk_period * $clk_io_pct] -clock clk0 $non_clock_inputs
set_output_delay [expr $clk_period * $clk_io_pct] -clock clk0 [all_outputs]
$ cat /design/flow/config.mk
export PLATFORM = sky130hd
export DESIGN_NAME = MiniCalc
export DESIGN_NICKNAME = MiniCalc
export VERILOG_FILES = /design/flow/design.v
export SDC_FILE = /design/flow/constraint.sdc
export NUM_CORES = 4
export LEC_CHECK = 1
export CORE_UTILIZATION = 50
==> changes_impl.md <==
## Implementation

* Cell count after placement at 1331
* Worst slew pin tran at about 0.85 ns
* Worst Path Arrival at ~33 ns
* Final setup violation count at 0
* Via count at about 7300
* Post-Synthesis Cells at approximately 1100
* Post-synth ARST share at 0%
* Post-Route Utilization at 56.9%
* Chip area in the Yosys report at 8700 sq um
* CP endpoint: OutputB[5]
* Number of enable flip-flop cells at 0
* Iter 0 DRT Violations at roughly 360
* Fmax achieved at 0.0230 GHz
* Fin crit period at 43.44 ns
* Final hold vios at 0
* Pin count of the biggest net entering global routing at 30
* RSZ-0062 raised after global routing: false
* Initial Util at between 50% and 60%
* Worst Hold Slack at about 11 ns
* CTS max path bufs at 2
* First drt pass iteration count at 5
* Die Size at between 15000 and 20000 sq um
* DPL Wire Length at 17600 um
* Register pins left without a clock at 16
* Core Area at between 15000 and 20000 sq um
* CTS tree: done
* Most numerous logic cells after layout: ha_1 (150), inv_1 (130), nand2_1 (98)
* # diodes at 0
* Fraction of layout cells with a size suffix above 1 at between 4 and 5%
* CP Capture Type: output pin
* Cell Type Count at 69
* Top cell excl fill/tap: ha_1
* Element type at the critical path start: primary input
* Final wirelength at 22600 um
* Warnings from Yosys at 6
* Worst endpoint required time at 43.52 ns
* Relative slew slack at a little over two fifths
* Global route overflow at 0
* Finished Layout Cells at 1339
* CP max FO at 11
* Maxcap violations at 0
* Routability cong. at between 0.9 and 1
* Clk pin slew, worst setup/hold paths at 0.05 ns
* Hold Path Class: primary input to flop
* Design Area, Final at approximately 9500 sq um
* Global-route wire length before repair at roughly 37000 um
* Die Y at ~130 um
* Endpoints left unconstrained at 16
* Status: finished, final reports clean
* Post-CTS sizing at 0
* Cell with the largest stage delay on the worst path: xor2_1
* CTS H-tree lvls at 2
* Mapped cell area at roughly 8700 sq um
* Fin crit share at approximately four fifths
* Final antenna-violating net count at 0
* Via-to-Cell Ratio at around 5.4
* Critical path class: primary input to output pin
* Crit-path max cell delay at approximately 0.7 ns
* TNS Setup at 0 ns
* Antenna violations before repair at 0
* I/O pins at 37
* Count of input and output buffers at 36
* Syn_area_per_cell at 8.01 sq um
* Placed cell area at 9360 sq um
* Inserted Clock Buffers at 5
* Wire length per cell at 16.9 um
* Worst setup path start: InputA[7]
* Die X-Extent at approximately 130 um
* Drc violations at 0
* Yosys reg bits at about 47
* Hold_buf cts at 0
* Post-CTS Setup Inserts at 0
* CP dominant cell by count: o21ai_0
* Row count at approximately 47
* Root buf cell: clkbuf_16
* Overall Global Routing Usage at between 20% and 30%
* Vias in the first global route at 7215
* Final Max Tran Viols at 0
* Most common reg cell: dfxtp_1
* Area Overhead vs Synth at 9.59%
* Yosys Instances at roughly 1100
* Tool warnings at 50
-- final cells by class --
type,count,area [sq um]
clock buffers,5,125
clock inverters,3,43.8
flip-flops and latches,47,861
well taps,220,275
fillers,1582,7230
multi-input cells,876,7230
repair buffers,55,503
inverters,133,499
-- cell families (layout without fill, tap and decap cells) --
logic type	after synthesis	count (layout)	share of synthesized area [%]
AND-OR/OR-AND	269	269	20.5
flip-flops	31	31	7.13
XOR/XNOR	122	122	12.4
latches	16	16	2.76
multiplexers	19	19	2.32
adder cells (fa/ha/maj)	203	203	33.8
buffers and inverters	163	196	7.15
AND/OR/NAND/NOR	263	263	14.0
-- critical path: cells and delay by family --
| kind | cells | cell delay, ns |
|---|---|---|
| adders and majority gates | 8 | 2.27 |
| xor gates and xnor gates | 16 | 5.26 |
| muxes | 1 | 0.14 |
| buffers and inverters | 3 | 1.33 |
| and+or+nand+nor | 33 | 6.82 |
| AOI/OAI and AO/OA | 33 | 5.77 |
-- flip-flops by register name (all words and copies together) (netlist names) --
register / flops
minMaxModule.Max: 8
InternalBOutput: 8
addSubModule.ResultB: 7
InternalAOutput: 8
minMaxModule.Min: 8
addSubModule.Result: 8
-- synthesized netlist by cell type (8+ instances only) --
cell / n / area [sq um]
o21ai_0: 56 / 280
nor2b_1: 14 / 87.6
a21oi_1: 79 / 395
mux2i_1: 10 / 100
nor2_1: 91 / 342
xnor2_1: 83 / 727
a211oi_1: 11 / 82.6
clkbuf_1: 26 / 97.6
nor3_1: 8 / 40.0
mux2_2: 9 / 101
a21o_1: 28 / 210
o21bai_1: 26 / 195
a22o_1: 21 / 184
fa_1: 53 / 1060
nand2b_1: 10 / 62.6
xor2_1: 38 / 333
dlxtn_1: 16 / 240
inv_1: 130 / 488
ha_1: 150 / 1880
nand2_1: 98 / 368
dfxtp_1: 31 / 621
-- metal layers --
layer	vias up	share of wire, %	routed length (um)	global-route usage [%]
met1	3313	48	10900	42.0
met5	-	0	0	0
met4	0	1.0	227	2.71
met3	18	6.8	1540	5.29
li1	3752	-	-	-
met2	177	44	9970	43.5
-- per-stage QoR --
| stage | setup WS [ns] |
|---|---|
| after floorplan | 14.04 |
| after global placement | 11.51 |
| after detailed placement | 11.13 |
| after CTS | 11.07 |
| after global routing | 8.71 |
| final | 10.96 |
-- how the worst min path moves through the flow --
stage,start,to,slack (ns),cells past startpoint
after CTS,InputA[5],minMaxModule.Max[5],11.37,4
after global routing,InputA[5],minMaxModule.Max[5],11.40,4
final,InputA[5],minMaxModule.Max[5],11.38,4
